[flow/config.mk]
export PLATFORM = sky130hd
export DESIGN_NAME = count_up
export DESIGN_NICKNAME = count_up
export VERILOG_FILES = /design/flow/design.v
export SDC_FILE = /design/flow/constraint.sdc
export NUM_CORES = 4
export LEC_CHECK = 1
export CORE_AREA = 10 10 70 70
export DIE_AREA = 0 0 80 80
[flow/constraint.sdc]
current_design count_up

set clk_period 1.0
set clk_io_pct 0.2

create_clock -name clk0 -period $clk_period [get_ports {clk}]

set non_clock_inputs [all_inputs -no_clocks]
set_input_delay [expr $clk_period * $clk_io_pct] -clock clk0 $non_clock_inputs
set_output_delay [expr $clk_period * $clk_io_pct] -clock clk0 [all_outputs]
[flow/design.v]
module count_up(
    clk, 
    reset, 
    count
);
input clk; 
input reset; 
output [3:0] count; 
reg [3:0] counter; 
always @(posedge clk)
begin
    if(reset) 
        counter <= 0;
    else 
        counter <= counter + 1; 
end
assign count = counter;
initial begin
    $dumpfile("dump.vcd");
    $dumpvars(1, count_up);
end
endmodule
[flow/run.sh]
#!/bin/bash
# OpenROAD 26Q1-2900-gdf79404cd8, Yosys 0.63+post, stock flow scripts
make -C /OpenROAD-flow-scripts/flow DESIGN_CONFIG=/design/flow/config.mk WORK_HOME=/design/flow/orfs finish
==> results.toml <==
# generated from flow reports
[outcome]
status = "finished clean"

[setup_path]
startpoint_type = "flip-flop"
startpoint = "counter[0]"
crit_slowest_cell = "dfxtp_2"
r2r-end = "counter[1]"
max_stage_delay_ps = 310
critPathKind = "reg -> out"
cp_num_cells = 1
reg2reg_setup_slack_ps = 40
crit_fanout = 2
reg2regPathDepth = 3
crit_path_end = "count[0]"
cp.buffers_inverters = 1
cp_data_arrival_time_ps = 770
end_kind = "output pin"
crit_path_cell_trace = "dlygate4sd2_1"
worstReg2RegStart = "counter[0]"
crit_required_ps = 800
crit_family = "flip-flops"

[logic_synthesis]
syn-instance-count = 13
aoi_share = 0
yosysTopAreaCell = "dfxtp_1"
ys_ff = 4
synthArstFlopShare = 0
top_cells_by_area = "dfxtp_1 55%, mux2_4 10%, ha_1 8.6%"
synth_warnings = 3
ys_area_sq_um = 145
mux_area_frac = 0.103
synth-edff-count = 0
avgSynthCellArea_sq_um = 11.2
synthTopCellsByCount = "4 x dfxtp_1, 3 x nor2_1, 2 x nor2b_1"
adder_share = 0.0862
syn_area_sq_um = 145
synth-simple-area-share = 0.198
top_cell = "dfxtp_1"
netlist.area_leader.share = 0.552
synth_cell_types = 7
flop_cell = "dfxtp_1"
logic_family = "simple AND/OR/NAND/NOR gates"
synth_seq_share = 0.552
xor_share = 0.0603
ys_cells = 13

[timing]
slew_violations = 0
rsz0062_at_grt = "false"
finalHoldViolCount = 0
finalSetupViolCount = 0
clock_skew_ps = 5.02
period_minus_slack_ps = 974
period_used_share = 0.974
holdWs_ps = 504
fmax_mhz = 1030
worst_pin_slew_ps = 131
relSlewSlack = 0.913

[global_route]
grt_pass1_vias = 158
overflow = 0
grt_first_pass_wirelength_microns = 696
grt_usage = 0.0160
antenna_found_initial = 0
grt_max_degree = 4

[layout]
post-route-util = 0.0919
largest_reg_flops = 4
drive_gt1_frac = 0.538
largest-register = "counter"
syn_to_final_growth_pct = 116
reg_top3 = "counter x4"
fin_cells = 73

[floorplan]
placementRows = 21
chipArea_sq_mm = 0.00640
io_pins = 6
core-area_sq_mm = 0.00342
floorplan.core_util = 0.0425
die_w_microns = 80
die_h_microns = 80

[cts]
clkTransAtPathRegs_ps = 40
htree_levels = 1
cts_buffer_depth = 2
cts_root_buf = "clkbuf_4"
clkLatencyLatePin_ps = 240
cts_resized = 8
post_cts_buffers = 0
cts_tree = "done"
clkSinkCount = 4
cts_made_buffers = 3
cts_hold_buf = 0

[place]
placedCellCount = 69
portBuffers = 5
gp_congestion = 0.673

[detailed_routing]
drtAntennaViolNets = 0
drt-initial-drc-count = 3
wl_microns = 442
routed_via_density = 1.93
vias = 141
drc = 0
wl_per_cell_microns = 6.05
drt-pass1-iter-count = 4

[pwr]
power.leakage_uw = 0.000129
ir_drop_mv = 0.326
p_per_area_mw_per_mm2 = 1400

[run]
max_cap_violations = 0
warning_count = 25

[min_path]
holdCritPathClass = "reg -> reg"
## area by class of cell
type	instances	area, sq um
fill	399	3100
sequential	4	85.1
timing repair buffer	10	81.3
multi-input combinational	9	65.1
tap	46	57.6
clock buffer	3	22.5
antenna	1	2.50
## layout by cell type, fill, tap and decap left out
master	synthesis	layout
ha_1	1	1
clkbuf_2	0	1
clkbuf_4	0	3
clkdlybuf4s50_1	0	1
mux2_4	1	1
nand3_1	1	1
nor2b_1	2	2
xnor2_1	1	1
diode_2	0	1
clkdlybuf4s15_1	0	2
nor2_1	3	3
dlygate4sd2_1	0	1
buf_4	0	5
dfxtp_2	0	4
## routing by layer
metal | up-vias | GRT usage | share of wire
met1 | 61 | 0.0140 | 0.39
li1 | 69 | - | -
met4 | 0 | 0.00352 | 0
met3 | 0 | 0.0341 | 0.37
met5 | - | 0 | 0
met2 | 11 | 0.0128 | 0.24
## metrics by stage
| step | cell area [sq um] | power (uW) | setup TNS [ps] | setup slack, ps |
|---|---|---|---|---|
| 2_1_floorplan | 145 | 192 | 0 | 180 |
| 3_3_place_gp | 290 | 238 | -139 | -124 |
| 3_5_place_dp | 290 | 240 | -177 | -148 |
| 4_1_cts | 313 | 450 | 0 | 11.2 |
| 5_1_grt | 312 | 473 | 0 | 0.206 |
| 6_report | 314 | 440 | 0 | 26.4 |
## where the power goes
part           internal [uW]  switching [uW]
logic                   35.9            19.1
registers                173            5.29
clock network            135            72.6
total                    343            97.0
## cells by family (layout without fill, tap and decap cells)
kind of cell,count (synthesis),count (layout)
XOR/XNOR,1,1
AND/OR/NAND/NOR,6,6
flip-flops,4,4
buffers and inverters,0,13
adder cells (fa/ha/maj),1,1
multiplexers,1,1
other,0,1
## how the worst min path moves through the flow
| stage | startpoint | endpoint | slack (ps) | cells past startpoint |
|---|---|---|---|---|
| after global routing | counter[0] | counter[0] | 510 | 2 |
| final | counter[0] | counter[0] | 500 | 2 |
| after CTS | counter[0] | counter[0] | 500 | 2 |
## worst reg2reg max path, cell delays in order, from the launching register on
cell and delay (ps):
dfxtp_2 310, buf_4 130, ha_1 270, nor2b_1 130
Power and IR drop assume default switching activity.
