**flow/design.v**
```verilog
`timescale 1ns/1ps
module endian_swapper_sv #(
    parameter                              DATA_BYTES = 8
) (
    input                                  clk,
    input                                  reset_n,
    input [DATA_BYTES*8-1:0]               stream_in_data,
    input [$clog2(DATA_BYTES)-1:0]         stream_in_empty,
    input                                  stream_in_valid,
    input                                  stream_in_startofpacket,
    input                                  stream_in_endofpacket,
    output reg                             stream_in_ready,
    output reg [DATA_BYTES*8-1:0]          stream_out_data,
    output reg [$clog2(DATA_BYTES)-1:0]    stream_out_empty,
    output reg                             stream_out_valid,
    output reg                             stream_out_startofpacket,
    output reg                             stream_out_endofpacket,
    input                                  stream_out_ready,
    input  [1:0]                           csr_address,
    output reg [31:0]                      csr_readdata,
    output reg                             csr_readdatavalid,
    input                                  csr_read,
    input                                  csr_write,
    output reg                             csr_waitrequest,
    input [31:0]                           csr_writedata
);
function [DATA_BYTES*8-1:0] byteswap(input [DATA_BYTES*8-1:0] data);
    byteswap = { data[7:0],
                 data[15:8],
                 data[23:16],
                 data[31:24],
                 data[39:32],
                 data[47:40],
                 data[55:48],
                 data[63:56]};
endfunction
reg flush_pipe;
reg in_packet;
reg byteswapping;
reg [31:0] packet_count;
always @(posedge clk or negedge reset_n) begin
    if (!reset_n) begin
        flush_pipe       <= 1'b0;
        in_packet        <= 1'b0;
        packet_count     <= 32'd0;
        stream_out_startofpacket <= 1'b1;
        stream_out_endofpacket   <= 1'b1;
    end else begin
        if (flush_pipe & stream_out_ready)
            flush_pipe <= stream_in_endofpacket & stream_in_valid & stream_out_ready;
        else if (!flush_pipe)
            flush_pipe <= stream_in_endofpacket & stream_in_valid & stream_out_ready;
        if (stream_out_ready & stream_in_valid) begin
            stream_out_empty         <= stream_in_empty;
            stream_out_startofpacket <= stream_in_startofpacket;
            stream_out_endofpacket   <= stream_in_endofpacket;
            if (!byteswapping)
                stream_out_data      <= stream_in_data;
            else
                stream_out_data      <= byteswap(stream_in_data);
            if (stream_in_startofpacket && stream_in_valid) begin
                packet_count <= packet_count + 1;
                in_packet    <= 1'b1;
            end
            if (stream_in_endofpacket && stream_in_valid)
                in_packet    <= 1'b0;
        end
    end
end
always @(*)
    stream_out_valid = (stream_in_valid & ~stream_out_endofpacket) | flush_pipe;
always @(*)
    csr_waitrequest = !reset_n || in_packet || (stream_in_startofpacket & stream_in_valid) || flush_pipe;
always @(stream_out_ready)
    stream_in_ready = stream_out_ready;
always @(posedge clk or negedge reset_n) begin
    if (!reset_n) begin
        byteswapping      <= 1'b0;
        csr_readdatavalid <= 1'b0;
    end else begin
        csr_readdatavalid <= 1'b0;
        if (csr_read) begin
            csr_readdatavalid <= !csr_waitrequest;
            case (csr_address)
                0:    csr_readdata <= {31'b0, byteswapping};
                1:    csr_readdata <= packet_count;
            endcase
        end else if (csr_write & !csr_waitrequest) begin
            case (csr_address)
                0:    byteswapping <= csr_writedata[0];
            endcase
        end
    end
end
endmodule
```
**flow/run.sh**
```bash
#!/bin/bash
# OpenROAD 26Q1-2900-gdf79404cd8, Yosys 0.63+post, stock flow scripts
make -C /OpenROAD-flow-scripts/flow DESIGN_CONFIG=/design/flow/config.mk WORK_HOME=/design/flow/orfs finish
```
**flow/config.mk**
```make
export PLATFORM = sky130hd
export DESIGN_NAME = endian_swapper_sv
export DESIGN_NICKNAME = endian_swapper_sv
export VERILOG_FILES = /design/flow/design.v
export SDC_FILE = /design/flow/constraint.sdc
export NUM_CORES = 4
export LEC_CHECK = 1
export CORE_UTILIZATION = 50
```
**flow/constraint.sdc**
```tcl
current_design endian_swapper_sv

set clk_period 5.6
set clk_io_pct 0.2

create_clock -name clk0 -period $clk_period [get_ports {clk}]

set non_clock_inputs [all_inputs -no_clocks]
set_input_delay [expr $clk_period * $clk_io_pct] -clock clk0 $non_clock_inputs
set_output_delay [expr $clk_period * $clk_io_pct] -clock clk0 [all_outputs]
```
==> summary.txt <==
flow finished, numbers: initial antenna violation count 0, Switch Pwr 537 uW, chip footprint 11900 sq um, CP max-delay cell clkdlybuf4s50_1, aoi share 0.437%, dpl cell area 7700 sq um, Max FO, Critical Path 9, VDD IR-drop max 0.000230 V, asr flop ratio synth 27.7%, largest net degree at the start of global routing 68, Cell Rows 38, Mapped Area 5730 sq um, clock slew at reported path FFs 0.05 ns, number of I/O pins 214, CTS root buffer clkbuf_16, switch share 20.8%, Commonest Layout Cell clkdlybuf4s50_1, Post-DRT Antenna Nets 0, Log Warnings 57, yosys warns 1, critical path, cell by cell clkdlybuf4s50_1 > a211oi_1 > nand2_1 > clkdlybuf4s50_1, Post-synth EDFFs 99, number of inserted diodes 0, clock buffer count from CTS 17, post-CTS setup buffer count 0, clock skew 0.0112 ns, Remaining DRCs 0, Overall Power 2580 uW, Pins Over Slew Limit 0, Synth flops 137, fmax 0.270 GHz, yosys synthesis chip area 5730 sq um, status completed, die height 109 um, IO buf count 182, clock latency on the worst-skew pair 0.41 ns, P&R area growth vs syn 44.8%, Seq share, synth 68.5%, Die Width 109 um, # setup viols final 0, clock group share of total power 42.2%, min cycle time layout 3.71 ns, worst setup path class in -> out, GRT Util Overall 22.7%, crit path capture type output port, CTS tree done, WL final 12300 um, Tightest Pin Transition 0.928 ns, post-layout util 75.5%, post-synthesis cell count 368, Via density 5.09, vias in the first global route 3573, class of the worst hold path reg -> reg, hold buffers post-CTS 0, WL per Instance 17.3 um, Placer Congestion 0.803, cell repeated most along the worst path clkdlybuf4s50_1, final hold vios 0, Internal 2050 uW, CP startpoint kind input port, most frequent cells in the layout clkdlybuf4s50_1, edfxtp_1, mux2_2, CTS H-tree depth 4, Synth Area in Adders 0.218%, Max transition margin 37.5%, fin crit share 66.3%, Yosys cell types 34, first-pass GRT wire length 18700 um, Req. time, crit path 4.48 ns, Finished Cell Area 8300 sq um, layout cells sized above 1 20.8%, Post-synth top flop edfxtp_1, Gate power share 11.5%, synthesized area per cell 15.6 sq um, Flop pwr share 46.3%, P per Cell Area 311 nW/um^2, max incr delay on CP 0.57 ns, dominant kind of combinational cell multiplexers, worst path bufs/invs 2, RSZ-0062 raised after global routing no, Core Density at Floorplan 52.2%, post-cts sizing count 0, DRT iter0 DRCs 149, Synth mux share 13.0%, XOR Share, Synth 4.74%, clock tree sinks 137, number of max-cap violations 0, Setup TNS Final 0 ns, clock buffer depth 2, Detailed Routing Iterations Pass 1 4, Critical Path AT 2.59 ns, Basic Gates by Area 11.6%, Post-DP HPWL 8680 um, # Cells Yosys 368, overflow left after global routing 0, leak pwr 0.00311 uW, Core Area 11000 sq um, crit-path leading delay family buffers and inverters, via count 3629
## layout make-up
class                   instances  area, sq um
fillers                       698         2690
repair buffers                187         1850
flip-flops and latches        137         3930
multi-input cells             212         1720
clock inverters                 9         87.6
inverters                       5         18.8
clock buffers                  23          512
well taps                     140          175
## final timing paths
check,cells past startpoint,slack [ns],endpoint,start
max,4,1.89,csr_waitrequest,stream_in_valid
min,1,0.46,packet_count[31]$_DFFE_PN0P_,packet_count[31]$_DFFE_PN0P_
max reg2reg,5,3.55,packet_count[28]$_DFFE_PN0P_,packet_count[0]$_DFFE_PN0P_
min reg2reg,1,0.46,packet_count[31]$_DFFE_PN0P_,packet_count[31]$_DFFE_PN0P_
max in group asynchronous,2,4.47,byteswapping$_DFFE_PN0P_,reset_n
min in group asynchronous,2,0.77,csr_readdatavalid$_DFF_PN0_,reset_n
## cells in the mapped netlist, types with 2 or more instances
master    count  share of area, %
inv_1         5              0.33
o21ai_0       2              0.17
mux2_2       66                13
and3_2        3              0.39
dfstp_2       2              0.92
nor2_1        5              0.33
nand4_1      12               1.3
nor3_2        5              0.87
xnor2_1      16               2.4
buf_4         2              0.26
nand2_1      19               1.2
edfxtp_1     99                52
and3_1        7              0.76
nor4_1        4              0.44
dfrtp_1      36                16
clkbuf_1     10              0.66
nor3_1        4              0.35
xor2_1       15               2.3
and2_1       31               3.4
nand3_1      11              0.96
## kinds of logic (layout without fill, tap and decap cells)
logic type / count (synthesis) / after routing
AND/OR/NAND/NOR: 110 / 110
multiplexers: 66 / 66
adder cells (fa/ha/maj): 1 / 1
XOR/XNOR: 31 / 31
flip-flops: 137 / 137
AND-OR/OR-AND: 4 / 4
buffers and inverters: 19 / 224
## power by group through the flow
stage | clock network [uW] | logic, uW | registers [uW]
finish | 1090 | 298 | 1200
global route | 1160 | 325 | 1200
CTS | 1110 | 302 | 1200
## per-stage QoR
stage / hold slack (ns) / std cells / setup WS, ns
3_5_place_dp: 0.449 / 681 / 1.89
6_report: 0.458 / 713 / 1.89
3_3_place_gp: 0.450 / 681 / 1.91
2_1_floorplan: 0.430 / 368 / 2.29
4_1_cts: 0.460 / 713 / 1.88
5_1_grt: 0.478 / 713 / 1.78
## routing by layer
layer / up-vias / routed length [um] / track usage [%] / share of wire (%)
met5: - / 0 / 0 / 0
met1: 1747 / 5180 / 37.0 / 42
met4: 0 / 117 / 2.51 / 0.95
li1: 1749 / - / - / -
met3: 10 / 1010 / 6.15 / 8.2
met2: 123 / 6000 / 35.5 / 49
## registers in the layout (all words and copies together) (netlist names), 3 cells and up, named ones only
register          count
stream_out_data      64
packet_count         32
stream_out_empty      3
csr_readdata         32
Power and IR drop assume default switching activity.
